## flow/run.sh

```bash
#!/bin/bash
# OpenROAD 26Q1-2900-gdf79404cd8, Yosys 0.63+post, stock flow scripts
make -C /OpenROAD-flow-scripts/flow DESIGN_CONFIG=/design/flow/config.mk WORK_HOME=/design/flow/orfs finish
```

## flow/config.mk

```make
export PLATFORM = sky130hd
export DESIGN_NAME = SPI_M
export DESIGN_NICKNAME = SPI_M
export VERILOG_FILES = /design/flow/design.v
export SDC_FILE = /design/flow/constraint.sdc
export NUM_CORES = 4
export LEC_CHECK = 1
export CORE_AREA = 10 10 95 95
export DIE_AREA = 0 0 105 105
```

## flow/constraint.sdc

```tcl
current_design SPI_M

set clk_period 2.6
set clk_io_pct 0.2

create_clock -name clk0 -period $clk_period [get_ports {clk}]

set non_clock_inputs [all_inputs -no_clocks]
set_input_delay [expr $clk_period * $clk_io_pct] -clock clk0 $non_clock_inputs
set_output_delay [expr $clk_period * $clk_io_pct] -clock clk0 [all_outputs]
```

## flow/design.v

```verilog
`timescale 1ns / 1ps
module SPI_M
(
    input wire [7:0] din,
    input wire  start,
    input wire  clk,
    input wire  reset,
    input wire  miso,
    output reg  mosi,
    output wire sclk,
    output reg  ss,
    output wire [7:0] dout
);
    reg start_flag = 0;
    reg sclk_flag = 0;
    reg [3:0] counter = 8;
    reg dataBuffer = 0;
    reg [7:0] masterData = 8'h21;  
    initial
    begin
        mosi <= 1'b0;
        ss <= 1'b1;
    end
    always @(posedge clk)
    begin  
        if(reset == 1'b1)
        begin  
            ss <= 1'b1;
            mosi <= 1'b0;
            masterData <= 8'hA3;
            start_flag <= 1'b0;
            sclk_flag <= 1'b0;
        end  
        else if(start == 1'b1    &&    start_flag ==1'b0)
        begin  
            start_flag <= 1'b1;
            ss <= 1'b0;
            masterData <= din;
        end  
        else if(start_flag == 1'b1)
        begin  
            if(counter == 8)
            begin
                sclk_flag <= 1'b1;
                mosi <= masterData[7];
                masterData <= masterData << 1;
                counter <= counter - 1'b1;
            end
            else if(counter > 1)
            begin  
                sclk_flag <= 1'b1;
                mosi <= masterData[7];
                masterData <= masterData << 1;
                masterData[1] <= dataBuffer;
                counter <= counter - 1'b1;
            end  
            else if(counter == 1)
            begin  
                mosi <= masterData[7];
                masterData <= masterData << 1;
                masterData[1] <= dataBuffer;
                counter <= counter - 1'b1;
            end  
            else if(counter == 0)
            begin  
                masterData[0] <= dataBuffer;
                sclk_flag <= 1'b0;
                mosi <= 1'b0;
                ss <= 1'b1;
                start_flag <= 1'b0;
                counter <= 8;
            end  
        end  
    end  
    always @(negedge sclk)
    begin
        if(sclk_flag == 1'b1)
        begin
            dataBuffer <= miso;
        end
    end
    assign sclk = (sclk_flag) ? clk : 1'b0;
    assign dout = masterData;
endmodule
```

==> ci_impl_report.md <==
### Yosys + OpenROAD results

| Metric | Value |
|---|---|
| First-pass GRT wire length | `3588 um` |
| PD cells | `~630 mW/mm^2` |
| Layout cells sized above 1 | `roughly 15%` |
| Pre-CTS WS | `77.92 ps` |
| DIE WIDTH | `around 110 um` |
| Num rows | `30` |
| CP max FO | `2` |
| Mapped Cells | `87` |
| Sequential share of the synthesized area | `46.43%` |
| # IOs | `23` |
| DR DRC count | `0` |
| Slew HR | `58.28%` |
| Port bufs | `22` |
| Final wirelength | `2235 um` |
| Clk slew on worst S/H paths | `roughly 70 ps` |
| Max VDD drop | `0.0001111 V` |
| Ys cells | `87` |
| Top cells by count, synth | `nor2_1, dfxtp_1, mux2i_1, a211oi_1, a21oi_1` |
| Final Hold Viols | `1` |
| Fin worst setup slack | `~130 ps` |
| CTS tree | `yes` |
| Top area cell types | `dfxtp_1, edfxtp_1, mux2i_1, nor2_1, a211oi_1` |
| WP data required | `2080 ps` |
| Hold WC Path Type | `register to clock gate` |
| Yosys top cell by instances | `nor2_1` |
| Area share, top type | `between 20% and 30%` |
| WP data arrival | `1950 ps` |
| Slew Limit Fails | `0` |
| Netlist cell types | `27` |
| Unrepaired setup endpoints after global routing | `false` |
| Fillcell total | `764` |
| Cell taking the most area after synthesis | `dfxtp_1` |
| Area Growth Syn to Fin | `60.27%` |
| Core area | `roughly 0.007 mm^2` |
| Global route total overflow | `0` |
| Most numerous cell on the critical path | `clkbuf_8` |
| Crit-path cells | `clkbuf_8 > clkbuf_8 > nand2_4 > clkbuf_8 > inv_1 > dlygate4sd2_1` |
| CP max stage delay | `220 ps` |
| Die area | `between 0.01 and 0.015 mm^2` |
| Critical path class | `clock port to output pin` |
| Antenna viol nets, final | `0` |
| Setup violators final | `0` |
| Lkg Pwr | `0.5179 nW` |
| Post-synth area from yosys stat | `840.8 um^2` |
| Clock latency (worst-skew pair) | `500 ps` |
| Tool warnings | `31` |
| Vias in the first global route | `758` |
| CP max-delay cell | `dlygate4sd2_1` |
| Hold Buf Count CTS | `1` |
| HPWL Detailed | `1599 um` |
| Gr usage total | `3.941%` |
| Max cap viols | `0` |
| DR pass1 iterations | `4` |
| FP Util | `roughly 12%` |
| Synthesis Warnings | `1` |
| Drt wl/cell | `10.35 um` |
| Setup Total Neg Slack | `0 ps` |
| Worst slew pin tran | `624.5 ps` |
| Layout Skew | `35.10 ps` |
| N_diodes | `0` |
| Failing checks | `negative hold slack` |
| Flops after synth | `17` |
| Initial antenna violation count | `0` |
| Slack of the worst reg-to-reg path | `around 170 ps` |
| Largest net degree at the start of global routing | `15` |
| DIE HEIGHT | `105 um` |
| Status | `finished with violations` |
| Vias per inst | `3.426` |
| Startpoint type of the worst setup path | `clock port` |
| Min Hold Slack | `-141.5 ps` |
| Mean post-synth cell area | `9.664 um^2` |
| Mapped Area | `840.8 um^2` |
| Drt first-iter violations | `50` |
| Post-synth EDFFs | `5` |
| Crit path capture type | `output pin` |
| Ys async rst share | `0%` |
| Via count | `around 740` |
| Hold depth | `1` |
| Post-synth top flop | `dfxtp_1` |
| Reg2reg path depth | `2` |
| RePlAce Congestion | `0.7768` |
per-stage QoR:
stage / cell area, um^2 / util, % / power (W) / std cells / hold WS [ps]
global placement: 1182 / 17.12 / 0.0004253 / 203 / -1000
finish: 1348 / 19.51 / 0.0008470 / 216 / -141.5
global route: 1348 / 19.51 / 0.0008949 / 216 / -110.5
detailed placement: 1182 / 17.12 / 0.0004258 / 203 / -1001
floorplan: 840.8 / - / 0.0003538 / 87 / -1007
CTS: 1348 / 19.51 / 0.0008617 / 216 / -136.3
layout make-up:
type	count	area [um^2]	area share, %
Tap cell	96	120.1	8.914
Inverter	3	11.26	0.8357
Timing Repair Buffer	25	242.7	18.01
Sequential cell	17	390.4	28.97
Clock inverter	1	3.754	0.2786
Multi-Input combinational cell	61	421.7	31.29
Clock buffer	13	157.7	11.70
layer usage:
layer  up-vias  global-route usage [%]  part of all wire (%)  routed length, um
met3         3                   2.174                   6.5                146
met4         0                   1.667                   2.3                 51
li1        375                       -                     -                  -
met1       332                   5.295                    50               1120
met2        30                   5.027                    41                917
met5         -                       0                     0                  0
sequential cells by signal, indices dropped and copies added, names as in the netlist:
| signal | cells |
|---|---|
| counter | 4 |
| masterData | 8 |
| mosi | 1 |
| ss | 1 |
| sclk_flag | 1 |
| dataBuffer | 1 |
| start_flag | 1 |
power by group:
part	internal (W)	total, W	switching (W)
clock	0.000297	0.000436	0.000139
combinational	0.0000697	0.000108	0.0000384
sequential	0.000282	0.000303	0.0000207
worst paths after layout:
check | from | end
max in group gated | sclk_flag$_SDFFE_PP0P_ | clock gate
min in group clk0 | masterData[7]$_SDFFE_PP1P_ | mosi$_SDFFE_PP0P_
worst max register to register | dataBuffer$_DFFE_NP_ | masterData[0]$_SDFFE_PP1P_
worst max-delay path | clk | sclk
worst min-delay path | sclk_flag$_SDFFE_PP0P_ | clock gate
worst min register to register | masterData[7]$_SDFFE_PP1P_ | mosi$_SDFFE_PP0P_
critical path: cells and delay by family:
kind	cells	cell delay, ps
buffers and inverters	5	600
AND/OR/NAND/NOR	1	60
layout by cell type, fill, tap and decap left out:
master | netlist | layout
dlygate4sd3_1 | 0 | 1
mux2i_1 | 7 | 7
nand2_1 | 4 | 3
dlygate4sd2_1 | 0 | 1
a311o_1 | 1 | 1
edfxtp_1 | 5 | 5
nand3_1 | 1 | 1
nor3b_1 | 1 | 1
inv_1 | 4 | 4
nor3_1 | 4 | 4
o311ai_1 | 1 | 1
mux2_2 | 1 | 1
nand3b_1 | 1 | 1
xnor2_1 | 2 | 2
nor4b_2 | 1 | 1
clkbuf_8 | 0 | 10
or3_1 | 1 | 1
or4b_1 | 1 | 1
nor2_1 | 13 | 13
dfxtp_1 | 12 | 12
buf_4 | 0 | 4
a211oi_1 | 6 | 6
nor2b_1 | 3 | 3
a21oi_1 | 6 | 6
o21ai_0 | 1 | 1
clkdlybuf4s50_1 | 0 | 21
a211o_1 | 1 | 1
o21ai_2 | 1 | 1
o31ai_1 | 1 | 1
nand2_4 | 0 | 1
ha_1 | 3 | 3
clkbuf_1 | 3 | 1
cells by family after synthesis:
family | count (synthesis) | synth area share [%]
and+or+nand+nor | 30 | 18.30
AOI/OAI and AO/OA | 18 | 14.73
DFF | 17 | 46.43
buffers and inverters | 9 | 4.315
muxes | 8 | 9.673
adders and majority gates | 3 | 4.465
xor gates and xnor gates | 2 | 2.084
what timing repair did:
item                       4_1_cts  5_1_grt
hold endpoints to repair         1        1
setup buffers                    1        0
setup endpoints to repair        1        0
gates resized                    3        0
Power is estimated from default activity; no workload was simulated.
